File: flow/run.sh
#!/bin/bash
# OpenROAD 26Q1-2900-gdf79404cd8, Yosys 0.63+post, stock flow scripts
make -C /OpenROAD-flow-scripts/flow DESIGN_CONFIG=/design/flow/config.mk WORK_HOME=/design/flow/orfs finish
File: flow/config.mk
export PLATFORM = sky130hd
export DESIGN_NAME = instr_mem_old
export DESIGN_NICKNAME = instr_mem_old
export VERILOG_FILES = /design/flow/design.v
export SDC_FILE = /design/flow/constraint.sdc
export NUM_CORES = 4
export LEC_CHECK = 1
export CORE_AREA = 10 10 70 70
export DIE_AREA = 0 0 80 80
File: flow/constraint.sdc
current_design instr_mem_old

set clk_period 4.7
set clk_io_pct 0.2

create_clock -name clk0 -period $clk_period [get_ports {rst_n}]

set non_clock_inputs [all_inputs -no_clocks]
set_input_delay [expr $clk_period * $clk_io_pct] -clock clk0 $non_clock_inputs
set_output_delay [expr $clk_period * $clk_io_pct] -clock clk0 [all_outputs]
File: flow/design.v
module instr_mem_old (
    input  wire rst_n,
    input  wire [31:0] instr_addr,
    output wire [31:0] instr_out
);
    reg [31:0] intruction_memory [255:0];
    assign instr_out = intruction_memory[instr_addr];
    always @(negedge rst_n) begin
        intruction_memory[0] = 32'h04000513;
        intruction_memory[1] = 32'h00f00593;
        intruction_memory[2] = 32'h00b506b3;
        intruction_memory[3] = 32'h40a58733;
        intruction_memory[4] = 32'h00e6a7b3;
        intruction_memory[5] = 32'h00d627b3 ;
        intruction_memory[6] = 32'h00b6a793;
        intruction_memory[7] = 32'h00373793;
        intruction_memory[8] = 32'hfffff7b7;
        intruction_memory[9] = 32'h0000d817;
    end
endmodule
module instr_mem #(parameter program = "program.mem")(
    input  wire [31:0] instr_addr,
    output wire [31:0] instr_out
);
    reg [7:0] intr_mem [255:0];
    initial $readmemh(program, intr_mem);
    assign instr_out = {intr_mem[instr_addr+3],intr_mem[instr_addr+2],intr_mem[instr_addr+1],intr_mem[instr_addr]};
endmodule
==> results.txt <==
Numbers from the implementation run.

The remaining global-route overflow is 0. For this design the ratio of total power to cell area is 42.0 nW/µm². The placement report lists the number of port buffers as 35. The category of the worst setup path launch point is an input port. The first global-routing pass estimated 2260 µm of wire. The net switching fraction of the power is 50.2%. The worst pin sits at a relative slew slack of 60.6%. From bottom edge to top edge, the die measures 80 µm. The routed design shows a wire length per standard cell of 11.5 µm. Dividing the detail-routed via count by the number of cells gives between 3 and 4.

The combinational share of power is 100.0%. The routability-driven placement congestion ratio is roughly 0.8. In the final timing run, aggregate negative setup slack is 0 ps.

The number of sequential cells in the layout is 0. Counting only logic cells after layout, the most numerous master is clkdlybuf4s50_1. The total die area is 6400 µm². The number of global-route vias before repair is 453. The count of vias placed by the detailed router is ~540. The signal arrival time at the worst endpoint is 3150 ps. The worst setup path category is in2out.

The initial antenna violation count is 0. In this run the VDD rail shows a maximum IR drop of 7.26 µV. The measured slew at the worst slew-check pin is approximately 590 ps. The clock power share is 0%. The post-CTS hold buffer count recorded in the log is 0. The cell leakage power is approximately 0.24 nW. The sequential cell area fraction in the yosys report is 0%. The launch point of the worst hold path is instr_addr[7]. The run finished with clean final reports.

The cell count after synthesis came out at ~76. Total power for the finished layout comes to between 0.03 and 0.04 mW. In this run the remaining antenna-violating nets after routing total 0. Entering global routing, the biggest net connects 18 pins.

The element type at the critical path end is an output pin. The critical path goes through clkdlybuf4s50_1 -> nor3b_1 -> nand2_1 -> nor2_1 -> clkdlybuf4s50_1. In the layout the commonest cells are clkdlybuf4s50_1 (35), a21oi_1 (10), nor2_1 (5), nand2_1 (5), conb_1 (5). The layout overhead on the synthesized area is 61.5%. The register area is 0 µm². The initial utilization of the core area, before any placement, comes to 13.3%. The number of placement rows is 21.

The final-report setup violation count is 0. The floorplan die width is 80 µm. The final layout report lists a clock buffer count of 0. The stage logs contain a warning count of 52. The number of gates resized after CTS is 0. The number of endpoints with negative hold slack in the final report is 0. The most numerous cell on the critical path is clkdlybuf4s50_1. The cell class contributing the biggest share of worst-path delay is buffers and inverters. The post-synthesis cell area is 455 µm². Per the STA report, the cell with the highest stage delay on the worst path is clkdlybuf4s50_1. The ratio of cells with drive above 1 in the final layout is 2.13%. Warnings reported by Yosys during synthesis add up to ~7900. Along the critical path, the tally of buffer and inverter instances is 2. The first detailed-routing pass ran for 3 iterations.

The highest clock rate this design can be run at is about 240 MHz. Internal power comes to roughly 0.015 mW. Across every metal layer, demand over resource in global routing totals 4.25%. In the Yosys stats the netlist draws on 29 distinct library cells. After detailed routing, the total wire length is 1600 µm.

The worst-case hold path end point is instr_out[22]. The final timing report gives a worst setup slack of 609 ps. The post-place setup slack is ~590 ps. TritonRoute reported its final design rule violation total as 0. The region available for standard cell placement spans ~3400 µm². The number of cells in the yosys synthesis report is 76. The shortest period the worst path allows is ~4100 ps. The final antenna diode tally reported by the flow is 0.

Along the worst hold path, the cell count comes to 5. The number of ports placed on the die boundary is 65. The biggest fanout along the worst timing path is 16.

The average instance area after synthesis is 5.99 µm². The portion of total power attributed to sequential cells is 0%. Once iteration 0 of detailed routing completed, the report listed 38 DRC markers.

The analysis attributes to net switching a power of 0.0155 mW. Per the repair_timing log after CTS, setup buffers inserted total 0. The class of the tightest hold or removal check is in2out. Per the run summary, max-cap violations total 0.

The worst path uses 87.0% of the clock period. The longest incremental delay of any stage on the critical path is reported as 730 ps. Setup repair after global routing left no endpoint under its margin.

The number of pins exceeding their max-slew limit in the final report is 0. The STA report counts the stages on the worst setup path as 5. According to the timing report, the data required time at the worst endpoint equals around 3800 ps. The total half-perimeter wirelength after legalization and detailed placement is 1380 µm. According to the Yosys statistics, the synthesized design has a chip area of approximately 460 µm².
==> power by group through the flow <==
stage | clock [mW] | sequential, mW | combinational (mW)
4_1_cts | 0 | 0 | 0.0312
5_1_grt | 0 | 0 | 0.0344
6_report | 0 | 0 | 0.0309
==> metal layers <==
layer | wire length [µm] | part of all wire (%) | GRT usage, % | up-vias
li1 | - | - | - | 284
met1 | 644 | 40 | 5.34 | 232
met2 | 709 | 44 | 6.90 | 24
met3 | 249 | 16 | 1.93 | 0
met4 | 0 | 0 | 0 | 0
met5 | 0 | 0 | 0 | -
==> worst max path at each step <==
stage / start / endpoint
4_1_cts: instr_addr[3] / instr_out[19]
5_1_grt: instr_addr[3] / instr_out[19]
6_report: instr_addr[3] / instr_out[19]
==> kinds of logic after synthesis <==
logic type,synth area share (%)
compound gates,32.1
simple gates,32.4
other cells,1.65
buf+inv,33.8
==> worst min-delay path, stage by stage <==
cell and delay [ps]:
clkdlybuf4s50_1 470, nor4_1 80, nand2_1 60, nor3_1 40
clkdlybuf4s50_1 410
==> area by class of cell <==
cell class	instances	area, µm²
fillers	384	2680
multi-input cells	55	313
repair buffers	35	350
inverters	4	15.0
well taps	46	57.6
==> cells in the mapped netlist (2+ instances only) <==
cell type / n / area, µm²
a21oi_1: 10 / 50.1
a31oi_1: 2 / 12.5
buf_4: 14 / 105
clkbuf_1: 4 / 15.0
conb_1: 2 / 7.51
inv_1: 4 / 15.0
nand2_1: 5 / 18.8
nor2_1: 5 / 18.8
nor2b_1: 3 / 18.8
nor3_1: 4 / 20.0
nor3b_1: 3 / 22.5
o21ai_0: 3 / 15.0
==> through the flow <==
| step | area, µm² | std cells | hold WS, ps | utilization [%] |
|---|---|---|---|---|
| 2_1_floorplan | 467 | 79 | 2000 | - |
| 3_3_place_gp | 736 | 140 | 2950 | 21.5 |
| 3_5_place_dp | 736 | 140 | 2950 | 21.5 |
| 5_1_grt | 736 | 140 | 3020 | 21.5 |
| 4_1_cts | 736 | 140 | 2960 | 21.5 |
| 6_report | 736 | 140 | 2940 | 21.5 |
Power and IR drop assume default switching activity.
