$ cat ./run.sh
#!/bin/bash
# OpenROAD 26Q1-2900-gdf79404cd8, Yosys 0.63+post, stock flow scripts
make -C /OpenROAD-flow-scripts/flow DESIGN_CONFIG=/design/flow/config.mk WORK_HOME=/design/flow/orfs finish
$ cat ./config.mk
export PLATFORM = sky130hd
export DESIGN_NAME = reg_file
export DESIGN_NICKNAME = reg_file
export VERILOG_FILES = /design/flow/design.v
export SDC_FILE = /design/flow/constraint.sdc
export NUM_CORES = 4
export LEC_CHECK = 1
export CORE_UTILIZATION = 30
$ cat ./constraint.sdc
current_design reg_file

set clk_period 5.6
set clk_io_pct 0.2

create_clock -name clk0 -period $clk_period [get_ports {clk}]

set non_clock_inputs [all_inputs -no_clocks]
set_input_delay [expr $clk_period * $clk_io_pct] -clock clk0 $non_clock_inputs
set_output_delay [expr $clk_period * $clk_io_pct] -clock clk0 [all_outputs]
$ cat ./design.v
module reg_file (
  input   wire          clk,
  input   wire          rst_n,
  input   wire [4:0]    rs1_addr,
  input   wire [4:0]    rs2_addr,
  input   wire [4:0]    rd_addr,
  input   wire          wr_en,
  input   wire [31:0]   data_in,
  output  wire [31:0]   rs1_out,
  output  wire [31:0]   rs2_out
);  
  reg [31:0] regfile [31:0];	
  assign rs1_out = rs1_addr ? regfile[rs1_addr] : 32'h0;
  assign rs2_out = rs2_addr ? regfile[rs2_addr] : 32'h0;
  integer i;
  always @(posedge clk or negedge rst_n)
    begin
      if(~rst_n)
        for (i = 0; i < 32; i = i + 1) 
          regfile [i] = 32'h0; 
      else
        if (wr_en)
            regfile[rd_addr] =  data_in;
    end
endmodule
==> results.yml <==
# flow metrics
status:
  status: "complete, no violations"
logic_synthesis:
  synthesis.area_sq_mm: 0.0488
  yosys-top-cells-area: "dfrtp_1, mux2_2, a22oi_1"
  ys_warn_count: 2
  yosys.stat.seqShare_pct: 50.9
  ff_type: "dfrtp_1"
  synth.distinct_cells: 56
  top_area_share_pct: 50.9
  avgSynthCellArea_sq_um: 12.2
  async_reset_ff_share_pct: 100
  yosys-stat-area_sq_mm: 0.0488
  synth_flop_count: 992
  yosys_cells: 4012
  edf_count: 0
  synth_cells: 4012
  synth_top_cell_by_area: "dfrtp_1"
power_and_ir_drop:
  ir_worst_vdd_mv: 0.244
  power_density_mw_per_mm2: 352
  total_leakage_power_nw: 25.2
  p_total_w: 0.0208
routing:
  viasPerCell: 6.43
  vias: 41500
  routedWlPerCell_um: 39.5
  ant_nets: 0
  wl_um: 255000
  drt_iter0_markers: 5139
  first_pass_iters: 7
  drcViolationCount: 0
worst_setup_path:
  critical_path_class: "in2out"
  cp_max_fo: 14
  worstRegToRegCells: 1
  arrival_ns: 4.42
  required_ns: 4.48
  critPathCaptureType: "primary output"
  critPathLaunchType: "primary input"
floorplan:
  chipWidth_um: 405
  fp-utilization_pct: 30.3
  pin_count: 114
  coreArea_sq_mm: 0.161
  chipArea_sq_mm: 0.164
  rows: 147
  die_y_um: 405
finish:
  largest_register_ffs: 992
  area_delta_synth_final_pct: 21.1
  drive_gt1_share_pct: 38.3
  finalNonFillerCells: 6457
global_routing:
  overflow: 0
  grtUsageMet2_pct: 43.4
  use_met1_pct: 41.1
  grtUsageMet3_pct: 18.3
  grt-busiest-layer: "met2"
  grt_first_pass_wirelength_um: 349000
  grt_max_degree: 118
  grt_use_total_pct: 32.0
  grt_pass1_vias: 41400
  grt_antenna_before_repair: 6
clock_tree:
  cts_buffers: 112
  cts_hold_buffers: 0
  clk_path_buf_depth: 3
  worstSkewPairLatency_ns: 0.77
  cts.reportedPaths.clkPinSlew_ns: 0.06
  cts_tree: "built"
  root_buffer: "clkbuf_16"
  clock_sinks: 992
  h-tree-depth: 3
worst_hold_path:
  min_path_type: "in2async"
sta:
  hold-worst-slack_ns: 0.374
  final.setup.tns_ns: 0
  timing.final.ws_setup_ns: 0.0619
  rsz0062_at_grt: "false"
  fin_crit_ns: 5.54
  finalHoldViolCount: 0
  max_slew_margin_pct: 34.0
  skew_ns: 0
  finalCritPeriodShare_pct: 98.9
  worst-slew-pin-transition_ns: 0.988
  setup_viol: 0
  fmax_ghz: 0.181
  drv_slew: 0
placement:
  pre_cts_ws_ns: -0.00380
  dpl.cell_count: 6228
  gp_congestion: 1.02
  dpl.hpwl_um: 159000
  io_buffer_count: 113
run:
  drv_cap: 0
  openroad.warnings: 35
==> synthesized netlist by cell type, types with 2 or more instances <==
cell type  instances
nand4b_1           4
a221oi_2           2
nand3b_1           8
or3_1             12
clkbuf_1         150
nand3b_4           2
buf_2            167
a21oi_1            9
or4_1             20
nor3b_1            8
mux2i_1           10
buf_4             26
or3b_1             2
a22o_1            42
nand2_1          212
a31oi_1            3
a32oi_1            7
o31ai_1            2
o21ai_0            8
nor2_2             6
o22ai_1            2
nor3_1            28
and3_1            22
a221oi_1          44
nand4_1           97
or3b_2             3
a2111oi_0          2
and4_1            18
buf_6              5
nor2b_1           10
nor3_2             2
nor4_1            26
buf_1             55
a22oi_1          787
nand3_1           57
inv_1              5
nor2_1            94
mux2_2           993
nand2b_1           7
a222oi_1          48
dfrtp_1          992
==> critical path, stage by stage <==
cell	delay, ns
clkdlybuf4s50_1	0.75
nand2b_1	0.39
nor3_2	0.17
buf_12	0.20
buf_4	0.21
a22oi_1	0.20
nand4_1	0.14
or4_1	0.68
clkdlybuf4s50_1	0.49
==> placed cells by master, fill, tap and decap left out, drive strengths merged, types with 48 or more instances in the layout <==
cell,Yosys,routed
mux2,993,993
dfrtp,992,992
a22oi,788,788
buf,253,358
nand2,213,213
clkbuf,150,163
clkdlybuf4s50,0,111
nor2,100,100
nand4,97,97
nand3,58,58
a222oi,48,48
==> layer usage <==
| layer | wire length, um | part of all wire (%) | vias to the layer above |
|---|---|---|---|
| met4 | 15700 | 6.2 | 14 |
| met3 | 40300 | 16 | 967 |
| met2 | 105000 | 41 | 3260 |
| li1 | - | - | 15900 |
| met1 | 94500 | 37 | 21300 |
| met5 | 296 | 0.12 | - |
==> repair_timing <==
item,CTS,global route
gates resized,1,4
pin swaps,0,3
buffers inserted,0,11
setup endpoints to repair,1,8
==> worst paths after layout <==
check,from,to,slack (ns)
setup / recovery,rs2_addr[0],rs2_out[31],0.06
hold reg to reg,regfile[18][20],regfile[18][20],0.53
min in group clk0,regfile[18][20],regfile[18][20],0.53
max in group asynchronous,rst_n,regfile[27][9],3.70
setup reg to reg,regfile[17][2],regfile[17][2],4.68
hold / removal,rst_n,regfile[4][28],0.37
==> report_power, final <==
part | switching [W] | total (W) | internal (W)
clock network | 0.00323 | 0.00791 | 0.00467
logic | 0.00130 | 0.00286 | 0.00155
registers | 0.00146 | 0.0100 | 0.00856
==> logic make-up after synthesis <==
kind of cell	after synthesis	synth area share (%)
simple gates	646	6.83
compound gates	963	15.3
flops	992	50.9
buf+inv	408	3.85
mux	1003	23.1
==> through the flow <==
stage,utilization (%),cell area [sq um]
2_1_floorplan,-,48800
3_3_place_gp,34.2,55000
3_5_place_dp,34.2,55000
4_1_cts,36.6,58900
5_1_grt,36.7,59000
6_report,36.7,59000
==> final cells by class <==
class	count	area [sq um]
Clock inverter	45	622
Clock buffer	163	3300
Tap cell	2160	2700
Multi-Input combinational cell	2612	22700
Sequential cell	992	24800
Timing Repair Buffer	470	4860
Antenna cell	10	25.0
Fill cell	15400	102000
Inverter	5	18.8
